$ cat design/flow/run.sh
#!/bin/bash
# OpenROAD 26Q1-2900-gdf79404cd8, Yosys 0.63+post, stock flow scripts
make -C /OpenROAD-flow-scripts/flow DESIGN_CONFIG=/design/flow/config.mk WORK_HOME=/design/flow/orfs finish
$ cat design/flow/config.mk
export PLATFORM = sky130hd
export DESIGN_NAME = mux_8
export DESIGN_NICKNAME = mux_8
export VERILOG_FILES = /design/flow/design.v
export SDC_FILE = /design/flow/constraint.sdc
export NUM_CORES = 4
export LEC_CHECK = 1
export CORE_AREA = 10 10 120 120
export DIE_AREA = 0 0 130 130
$ cat design/flow/constraint.sdc
current_design mux_8

set clk_period 1.5
set clk_io_pct 0.2

create_clock -name clk0 -period $clk_period

set non_clock_inputs [all_inputs -no_clocks]
set_input_delay [expr $clk_period * $clk_io_pct] -clock clk0 $non_clock_inputs
set_output_delay [expr $clk_period * $clk_io_pct] -clock clk0 [all_outputs]
$ cat design/flow/design.v
module mux_2(out, select, in0, in1);
    input select;
    input [31:0] in0, in1;
    output [31:0] out;
    assign out = select ? in1 : in0;
endmodule
module mux_4(out, select, in0, in1, in2, in3);
    input   [1:0] select;
    input   [31:0] in0, in1, in2, in3;
    output  [31:0] out;
    wire    [31:0] w1, w2;
    mux_2 first_top(w1, select[0], in0, in1);
    mux_2 first_bot(w2, select[0], in2, in3);
    mux_2 second_out(out, select[1], w1, w2);
endmodule
module mux_8(out, select, in0, in1, in2, in3, in4, in5, in6, in7);
    input [2:0] select;
    input [31:0] in0, in1, in2, in3, in4, in5, in6, in7;
    output [31:0] out;
    wire [31:0] muxtop, muxbot;
    mux_4 first_top(muxtop, select[1:0], in0, in1, in2, in3);
    mux_4 first_bot(muxbot, select[1:0], in4, in5, in6, in7);
    mux_2 second(out, select[2], muxtop, muxbot);
endmodule
module decoder_8(dec, enc);
    input[2:0] enc;
    output[7:0] dec;
    wire[31:0] shift_out;
    assign dec = shift_out[7:0];
    left_barrel_shifter lbs(shift_out, 32'b1, {2'b0, enc});
endmodule
module decoder32(out, select, enable);
    input [4:0] select;
    input enable;
    output [31:0] out;
    assign out = enable << select;
endmodule
module mux2 #(
    parameter WIDTH = 32
) (
    output[WIDTH-1:0] out,
    input sel,
    input[WIDTH-1:0] in0, in1
);
    assign out = sel ? in1 : in0;
endmodule
module mux4 #(
    parameter WIDTH = 32
) (
    output[WIDTH-1:0] out,
    input[1:0] sel,
    input[WIDTH-1:0] in0, in1, in2, in3
);
    assign out = sel[1] ? (
        sel[0] ? in3 : in2
    ) : (
        sel[0] ? in1 : in0
    );
endmodule
module mux8 #(
    parameter WIDTH = 32
) (
    output[WIDTH-1:0] out,
    input[2:0] sel,
    input[WIDTH-1:0] in0, in1, in2, in3, in4, in5, in6, in7
);
    wire[WIDTH-1:0] outlo, outhi;
    mux4 #(WIDTH) lo(outlo, sel[1:0], in0, in1, in2, in3);
    mux4 #(WIDTH) hi(outhi, sel[1:0], in4, in5, in6, in7);
    assign out = sel[2] ? outhi : outlo;
endmodule
==> Changelog: implementation <==
## Implementation

- Initial DRC count: 79
- Critical-path top delay cell: mux4_2
- Routed via count: around 2.5k
- Synth Seq Share: 0%
- # setup viols final: 32
- Share of post-route cells with drive strength above 1: 37.1%
- Worst-Margin Slew: 187 ps
- Die extent in x: 130 µm
- Mux cell area share: 94.1%
- CP Data Required Time: 1200 ps
- Simple Share, Synth: 0%
- Syn Area/Cell: 18.2 µm²
- Hold-fix buffers at CTS: 0
- Area fraction in compound gates: 0%
- TNS Setup: -9200 ps
- Synth-to-Final Area Change: 156%
- Core ar.: 11,900 µm²
- YS warnings: 0
- Post-Synth XOR/XNOR Area: 0%
- DP Cell Count: 543
- Diode count: 0
- Tool warnings: 35
- Min Hold Slack: 1110 ps
- Seq Cell Count: 0
- CP arrival: 1560 ps
- Vias/cell: approximately 4.5
- FP Rows: 40
- Setup crit start kind: input port
- First-pass GRT wire length: around 18 mm
- I/O Buffers: just under 300
- Class of the worst hold path: input port to primary output
- CP peak stage delay: 470 ps
- Critical path fanouts, max: 1
- DRT Pass-1 Iters: 4
- Power Total: 0.00146 W
- Pwr per Cell Area: 275 nW/µm²
- DP Worst Slack: -752 ps
- Ports: 291
- Max-cap viol count: 0
- Fin. max-slew vios: 0
- Vias in the first global route: 3,084
- Peak VDD IR: 0.000107 V
- Die ar.: approximately 17,000 µm²
- Remaining Overflow, GRT: 0
- Adder-cell share of the synthesized area: 0%
- Distinct lib cells: 7
- Drt drc: 0
- Tot GR Track Use: between 10% and 20%
- Largest net degree at the start of global routing: 29
- Detailed Place HPWL: 10.6 mm
- Setup CP Type: input port to primary output
- Worst-path cell chain: clkdlybuf4s50_1 -> mux4_2 -> mux2_4 -> buf_2
- Antenna violations before repair: 0
- Final ANT Viol Nets: 0
- Placer Congestion: 0.908
- Comb area leader: multiplexers
- Yosys synthesis chip area: 2070 µm²
- Layout Cells excl Fill: roughly 550
- Crit. End Element: primary output
- Slew Limit Headroom: 87.5%
- Mapped cell area: approximately 2100 µm²
- Status: finished with violations
- Flop area: 0 µm²
- Unrepaired setup endpoints after global routing: true
- FMAX: 0.538 GHz
- Final period util: 124%
- Fin crit period: 1860 ps
- WL final: 12.5 mm
- Drt wl/cell: 22.5 µm
- Die height: 130 µm
- Worst Setup Slack, final: -360 ps
- Failing checks: setup timing
- Final hold vios: 0
- Initial Util: 17.4%
- Leakage: 2.64 nW
- CLK BUF: 0
- Ys cells: ~110
- Post-Syn Instances: 114
cell type report:
cell class	count	area, µm²
tap	147	184
multi-input combinational	96	1920
fill	1148	6600
timing repair buffer	311	3210
synthesized netlist by cell type:
library cell  instances  area share, %
mux4_1               40             51
mux2_2               32             17
mux4_2               24             26
buf_1                 8            1.4
buf_2                 1           0.24
clkbuf_1              2           0.36
buf_6                 7            3.8
worst max-delay path: cells and delay by family:
family | cells | cell delay, ps
muxes | 2 | 750
buffers and inverters | 2 | 510
logic make-up after synthesis:
kind of cell           after synthesis
multiplexers                        96
buffers and inverters               18
worst paths after layout:
kind / start / endpoint / slack, ps / cells after the start
worst min-delay path: in0[19] / out[19] / 1110 / 4
worst max-delay path: in5[5] / out[5] / -360 / 4
layer usage:
metal  vias up  wire length, µm  global-route usage, %
met5         -                0                      0
met4         0                0                      0
met3         0             1610                   7.00
met2       166             6510                   25.1
met1      1212             4360                   17.3
li1       1139                -                      -
what timing repair did:
action | CTS | global route
endpoints found under the hold margin | 0 | 0
cloned | 6 | 0
buffers inserted | 6 | 3
gates resized | 350 | 45
setup endpoints to repair | 32 | 32
power breakdown:
group / internal, W / switching, W
Clock: 0 / 0
Sequential: 0 / 0
Combinational: 0.00110 / 0.000358
Total: 0.00110 / 0.000358
layout by cell type, fill, tap and decap left out:
cell type	instances
buf_2	8
mux4_2	64
mux2_4	31
buf_4	1
buf_16	6
buf_12	11
dlygate4sd2_1	172
dlymetal6s2s_1	38
mux2_2	1
buf_6	27
buf_8	2
clkdlybuf4s50_1	46
through the flow:
step | utilization, % | instance area [µm²]
after floorplan | - | 2010
after CTS | 43.8 | 5220
final | 44.6 | 5310
after detailed placement | 42.3 | 5040
after global placement | 42.3 | 5040
after global routing | 44.6 | 5310
Power figures rest on the tool's default switching activity, not on a simulated workload.
